### /design/flow/run.sh
#!/bin/bash
# OpenROAD 26Q1-2900-gdf79404cd8, Yosys 0.63+post, stock flow scripts
make -C /OpenROAD-flow-scripts/flow DESIGN_CONFIG=/design/flow/config.mk WORK_HOME=/design/flow/orfs finish
### /design/flow/config.mk
export PLATFORM = sky130hd
export DESIGN_NAME = MinMaxFinder
export DESIGN_NICKNAME = MinMaxFinder
export VERILOG_FILES = /design/flow/design.v
export SDC_FILE = /design/flow/constraint.sdc
export NUM_CORES = 4
export LEC_CHECK = 1
export CORE_UTILIZATION = 40
### /design/flow/constraint.sdc
current_design MinMaxFinder

set clk_period 8.4
set clk_io_pct 0.2

create_clock -name clk0 -period $clk_period [get_ports {clk}]

set non_clock_inputs [all_inputs -no_clocks]
set_input_delay [expr $clk_period * $clk_io_pct] -clock clk0 $non_clock_inputs
set_output_delay [expr $clk_period * $clk_io_pct] -clock clk0 [all_outputs]
### /design/flow/design.v
module MinMaxFinder(
clk,
WriteEn,
WriteReg,
WriteData,
Max,
Min,
Valid);
  input clk;
  input WriteEn;
  input [2:0] WriteReg;
  input [15:0] WriteData;
  output [15:0] Max;
  output [15:0] Min;
  output Valid;
  wire start;
  wire [2:0] ReadRegEven, ReadRegOdd;
  wire [15:0] ReadDataEven, ReadDataOdd;
  registerFile RF(clk, WriteEn, WriteReg, WriteData, ReadRegEven, ReadRegOdd, ReadDataEven, ReadDataOdd);
  counterRed CR(clk, WriteEn, start);
  counterBlue CB(clk, start, ReadRegEven, ReadRegOdd);
  MinMax minmax_find(clk, start, ReadDataEven, ReadDataOdd, Min, Max, Valid);
endmodule
module registerFile( 
clk,
WriteEn, 
WriteReg, 
WriteData, 
ReadRegEven, ReadRegOdd, 
ReadDataEven, ReadDataOdd);
  input clk;
  input WriteEn;
  input [2:0] WriteReg;
  input [15:0] WriteData;
  input [2:0] ReadRegEven, ReadRegOdd;
  output [15:0] ReadDataEven, ReadDataOdd;
  reg [15:0] reg_file [0:7];
  assign ReadDataEven = reg_file[ReadRegEven];
  assign ReadDataOdd = reg_file[ReadRegOdd];
  always @(posedge clk)
  begin : MEM_WRITE
    if(WriteEn) reg_file[WriteReg] <= WriteData;
  end
endmodule
module counterRed(clk, WriteEn, start);
  input clk;
  input WriteEn;
  output reg start;
  reg [3:0] countRed;
  always @ (posedge clk) begin
    if(!WriteEn) begin 
      countRed <= 4'b0000; 
      start <= 1'b0; 
    end
    else begin 
      if(countRed == 4'b1000) start <= 1'b1; 
      else countRed <= countRed + 1; 
    end
  end 
endmodule
module counterBlue(clk, start, ReadRegEven, ReadRegOdd);
  input clk;
  input start;
  output reg [2:0] ReadRegEven;
  output reg [2:0] ReadRegOdd;
  always @ (posedge clk) begin
    if(!start) begin
      ReadRegEven <= 3'b000;
      ReadRegOdd <= 3'b001;
    end
    else begin 
      if(ReadRegEven < 6) ReadRegEven <= ReadRegEven + 2;  
      if(ReadRegOdd < 7) ReadRegOdd <= ReadRegOdd + 2;  
    end
  end
endmodule
module MinMax(clk, start, ReadDataEven, ReadDataOdd, Min, Max, Valid);
  input clk;
  input start;
  input [15:0] ReadDataEven;
  input [15:0] ReadDataOdd;
  output reg [15:0] Min, Max; 
  output reg Valid;
  reg [15:0] min_even, max_even; 
  reg [15:0] min_odd, max_odd; 
  reg [15:0] Min_store, Max_store; 
  reg [2:0] countNum; 
  always @(posedge clk) begin
    if(!start) begin 
      min_even <= {16{1'b1}}; 
      max_even <= 16'b0; 
      min_odd <= {16{1'b1}};
      max_odd <= 16'b0;
    end
      else begin 
        if(min_even > ReadDataEven) min_even <= ReadDataEven;
        if(ReadDataEven > max_even) max_even <= ReadDataEven;
        if(min_odd > ReadDataOdd) min_odd <= ReadDataOdd;
        if(ReadDataOdd > max_odd) max_odd <= ReadDataOdd;
      end 
  end 
  always @(posedge clk) begin
    if(start) begin
        if(min_even > min_odd) Min_store <= min_odd;
        else Min_store <= min_even; 
        if(max_even > max_odd) Max_store <= max_even;
        else Max_store <= max_odd;
    end 
  end 
  always @(posedge clk) begin
    if(!start) begin 
      countNum <= 3'b0; 
      Valid <= 1'b0;
      Min <= 16'b0;
      Max <= 16'b0;
    end
    else begin 
      if(countNum == 3'b101) begin 
        Min <= Min_store; 
        Max <= Max_store;
        Valid <= 1'b1; 
      end
      else  countNum <= countNum + 1; 
    end 
  end 
endmodule
==> out/summary.log <==
[logic_synthesis] Syn. warnings 4
[logic_synthesis] Syn Std Cell Area 12,900 µm²
[job] tally of OpenROAD warnings 31
[logic_synthesis] Simple-Gate Fraction of Synth Area 11.05%
[sta] setup-violating endpoint count in the final report 0
[sta] Tightest Pin Transition 870.5 ps
[setup_path] largest delay contributor family on the critical path AND-OR/OR-AND gates
[placed_design] routability congestion estimate 0.8997
[sta] RSZ-0062 raised after global routing no
[pwr] reported leakage power 5.359 nW
[clock_tree] clock insertion delay at the later pin of the skew report 570 ps
[logic_synthesis] FA/HA/MAJ Cells, Area Fraction 10.28%
[clock_tree] number of buffers created by CTS 29
[logic_synthesis] share of Yosys cell area claimed by the top area cell type 37.25%
[die] area of the chip 32,970 µm²
[logic_synthesis] part of the Yosys area used for sequential elements 54.79%
[logic_synthesis] Mux cell area share 13.35%
[job] max-capacitance violation count 0
[logic_synthesis] flops out of synthesis 273
[logic_synthesis] post-synthesis cell type with the largest instance count edfxtp_1
[setup_path] critical setup path kind reg -> reg
[hold_path] startpoint of the lowest-slack hold path minmax_find.Max[9]
[sta] final hold violation count 0
[clock_tree] number of clock sinks 273
[logic_synthesis] cell count in the Yosys report 1,058
[sta] setup TNS after final layout 0 ps
[routing] Remaining DRCs 0
[clock_tree] count of H-tree levels built during CTS 1
[setup_path] startpoint types register
[logic_synthesis] number of enable flip-flop cells 160
[die] width of the chip 181.6 µm
[logic_synthesis] post-synth area from yosys stat 12,900 µm²
[sta] total count of max-transition violations in the final report 0
[clock_tree] worst-case clock buffer depth 3
[sta] relative slew slack 41.97%
[die] floorplan core area 31,640 µm²
[logic_synthesis] Synth async-reset ratio 0%
[sta] clock tree skew after final layout 23.50 ps
[logic_synthesis] parity-gate share of the synthesized area counting xor and xnor cells 0.3395%
[die] number of primary I/O pins 54
[global_route] global-route wire length before repair 42,910 µm
[logic_synthesis] Commonest cells post-synth 160 x edfxtp_1, 152 x nand2_1, 113 x dfxtp_1
[global_route] vias in the first global route 7,754
[routing] DR vias 7,815
[logic_synthesis] top cells by area in the synthesized netlist edfxtp_1 37%, dfxtp_1 18%, ha_1 10%
[placed_design] count of placed standard cells including taps 1,488
[global_route] total global-route track usage 18.03%
[pwr] power consumption 2.888 mW
[setup_path] CP Max Fanout 16
[global_route] number of antenna violations at the first check in global routing 0
[clock_tree] # hold bufs at CTS 0
[setup_path] arrival time of data at the critical path endpoint 3820 ps
[logic_synthesis] prevailing logic family in the synthesized netlist multiplexers
[logic_synthesis] count of unique library cells instantiated by Yosys 50
[sta] Worst Hold Margin 461.3 ps
[cells_and_area] relative area change from synthesis to final layout 15.48%
[sta] post-route minimum period 3336 ps
[die] Vert. Die Dim 181.6 µm
[routing] residual antenna-violating net count after detailed routing 0
[routing] DR WL/cell 17.44 µm
[setup_path] delay of the slowest cell on the worst path 790 ps
[routing] first-pass iteration count of the detailed router 5
[logic_synthesis] mean area per synthesized cell 12.19 µm²
[placed_design] I/O Buffers 53
[die] fraction of the core area occupied by cells at floorplan 40.77%
[logic_synthesis] synthesized instance count 1,058
[setup_path] crit-path cells mux4_2, ha_1, nor2b_1, o211ai_1, a2111oi_0, a211oi_1, a21o_1, mux2i_1
[hold_path] Worst Hold Class reg -> reg
[routing] total antenna diodes in the routed design 0
[clock_tree] post-CTS resize count 0
[routing] Iter 0 DRT Violations 392
[pwr] VDD IR max 0.0001721 V
[global_route] GRT Residual Overflow 0
[setup_path] endpoint type of the worst setup path register
[setup_path] buffer and inverter count on the worst path 0
[pwr] P per Cell Area 193.9 nW/µm²
[logic_synthesis] post-synthesis share of cell area spent on and-or and or-and gates 6.024%
[logic_synthesis] commonest register cell after synthesis edfxtp_1
[placed_design] placed wire-length estimate after detailed placement 19,360 µm
[clock_tree] Root Driver clkbuf_16
[setup_path] Worst Path Required 8890 ps
[die] number of rows created at floorplan 65
[routing] per-cell via count in the routed design 5.068
[sta] max frequency 299.7 MHz
[cells_and_area] fraction of layout instances using a drive strength above 1 10.61%
[routing] total detailed-routing wirelength 26,900 µm
[global_route] maximum number of pins on one net before global-route repair 92
[sta] minimum setup slack in the final design 5064 ps
[logic_synthesis] post-synth top area cell edfxtp_1
[sta] fin crit share 39.72%
[clock_tree] post-CTS setup buffer count 0
[clock_tree] TritonCTS clock tree yes
[clock_tree] clock transition at the registers of the reported paths 60 ps
[setup_path] cell with the largest stage delay on the worst path dfxtp_1
[cells_and_area] number of cells in the finished layout apart from fillers 1,542
[run_status] status finished, final reports clean
[placed_design] worst setup slack after placement 5048 ps
## area by class of cell
class / count / area [µm²]
multi-input cells: 652 / 5304
clock inverters: 17 / 232.7
inverters: 91 / 341.6
well taps: 402 / 503.0
fillers: 2740 / 16740
repair buffers: 70 / 658.1
clock buffers: 37 / 785.8
flip-flops and latches: 273 / 7071
## kinds of logic after synthesis
logic type,after synthesis
flops,273
mux,130
simple gates,294
fa+ha+maj,106
buf+inv,133
xor+xnor,5
compound gates,117
## metal layers
layer | vias to the layer above | share of wire (%) | global-route usage, %
li1 | 3897 | - | -
met1 | 3623 | 45 | 26.66
met2 | 249 | 43 | 26.06
met3 | 46 | 9.8 | 7.566
met4 | 0 | 2.7 | 4.034
met5 | - | 0 | 0
## final timing paths
check | to | slack [ps] | cells past startpoint
setup / recovery | minmax_find.max_odd[1] | 5060 | 8
hold / removal | minmax_find.Max[9] | 460 | 2
setup reg to reg | minmax_find.max_odd[1] | 5060 | 8
hold reg to reg | minmax_find.Max[9] | 460 | 2
## report_power, final
part	switching [mW]	internal (mW)	total, mW
clock network	0.523	0.817	1.34
registers	0.00847	1.44	1.44
logic	0.0610	0.0433	0.104
total	0.592	2.30	2.89
## layout by cell type (no fill, tap or decap), types with 4 or more instances in the layout
master	instances
mux2i_1	82
a21o_1	6
clkinv_1	4
mux4_2	32
nand3_1	13
nor2_1	15
nand4_1	18
edfxtp_1	160
o21ai_0	11
and2_1	6
bufinv_16	5
nand2_1	152
nand2b_1	4
a21oi_1	42
xnor2_1	5
nor2b_1	73
clkdlybuf4s50_1	53
inv_1	91
clkbuf_16	29
dfxtp_1	112
mux2_2	16
buf_4	17
a21boi_0	36
clkbuf_1	5
ha_1	106
## through the flow
| step | cell area [µm²] | util, % |
|---|---|---|
| detailed placement | 13880 | 43.86 |
| global route | 14900 | 47.08 |
| global placement | 13880 | 43.86 |
| floorplan | 12900 | - |
| finish | 14900 | 47.08 |
| CTS | 14900 | 47.08 |
## sequential cells by signal, summed over array words and instances (netlist names), named ones only
register,count
RF.reg_file,128
minmax_find.Max,16
minmax_find.Max_store,16
minmax_find.Min,16
minmax_find.Min_store,16
minmax_find.max_even,16
minmax_find.max_odd,16
minmax_find.min_even,16
minmax_find.min_odd,16
CR.countRed,4
minmax_find.countNum,3
CB.ReadRegEven,2
CB.ReadRegOdd,2
CR.start,1
minmax_find.Valid,1
## worst min-delay path, stage by stage (launching register included)
cell and delay (ps):
dfxtp_1 300, nand2_1 40, a21boi_0 60
Power is estimated from default activity; no workload was simulated.
