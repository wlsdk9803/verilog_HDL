$ cat flow/design.v
module Nbit_PRPG( 
seed,
reset, 
load, 
clk, 
count, 
num, 
sequence, 
valid);
  parameter n = 4; 
  input [n-1:0] seed;
  input reset, load, clk;
  output [n-1:0] count, num;
  output sequence, valid;
  reg nextbit; 
  reg [n-1:0] state_out;
  wire [n-1:0] state_in;
  wire [n-1:0] count_time;
  counter_time #(.n(4)) nbit_counter_time(clk, reset, load, count_time);
  counter #(.n(4)) nbit_mycounter(sequence, clk, reset, load, count_time, count, num, valid);
  always @ (posedge clk or posedge reset) begin 
    if(reset) state_out <= 0; 
    else state_out <= state_in; 
  end
  always @ (state_out) begin
    case(n) 
      4: nextbit = state_out[0] ^ state_out[1]; 
      8: nextbit = state_out[0] ^ state_out[2] ^ state_out[3] ^ state_out[5]; 
      16: nextbit = state_out[0] ^ state_out[4] ^ state_out[9] ^ state_out[14]; 
      32: nextbit = state_out[0] ^ state_out[10] ^ state_out[30] ^ state_out[31]; 
      default: nextbit = 1'bx; 
    endcase
  end
  assign state_in = load ? seed: {nextbit, state_out[n-1:1]}; 
  assign sequence = state_out[0]; 
endmodule
module counter_time(clk, reset, load, count_time); 
  parameter n = 4; 
  input load, clk, reset; 
  output reg [n-1:0] count_time; 
  always@ (posedge clk or posedge reset) begin 
   if(reset) count_time <= 0; 
   else begin 
     if(load) count_time <= 0; 
     else begin 
       if(count_time == 2**n -1) count_time <= 0; 
       else count_time <= count_time + 1; 
     end 
   end 
  end 
endmodule
module counter(sign, clk, reset, load, count_time, count, num, valid); 
  parameter n = 4; 
  input sign, clk, reset, load;
  input [n-1:0] count_time;
  output reg valid;
  output reg [n-1:0] count, num;
  always @(posedge clk or posedge reset) begin 
    if(reset) begin count <= 0; num <= 0; valid <= 1'b0; end 
    else begin 
      if(load) begin count <= 0; num <= 0; valid <= 1'b0; end 
      else begin 
        if(count_time < 2**n-1) begin 
          num <= 0; 
          count <= sign ? (count+1) : count; 
          valid <= 1'b0; 
        end 
        else begin 
          num <= count; 
          count <= 0; 
          valid <= 1'b1; 
        end 
      end 
    end 
  end 
endmodule
$ cat flow/run.sh
#!/bin/bash
# OpenROAD 26Q1-2900-gdf79404cd8, Yosys 0.63+post, stock flow scripts
make -C /OpenROAD-flow-scripts/flow DESIGN_CONFIG=/design/flow/config.mk WORK_HOME=/design/flow/orfs finish
$ cat flow/config.mk
export PLATFORM = sky130hd
export DESIGN_NAME = Nbit_PRPG
export DESIGN_NICKNAME = Nbit_PRPG
export VERILOG_FILES = /design/flow/design.v
export SDC_FILE = /design/flow/constraint.sdc
export NUM_CORES = 4
export LEC_CHECK = 1
export CORE_AREA = 10 10 94 94
export DIE_AREA = 0 0 104 104
$ cat flow/constraint.sdc
current_design Nbit_PRPG

set clk_period 1.4
set clk_io_pct 0.2

create_clock -name clk0 -period $clk_period [get_ports {clk}]

set non_clock_inputs [all_inputs -no_clocks]
set_input_delay [expr $clk_period * $clk_io_pct] -clock clk0 $non_clock_inputs
set_output_delay [expr $clk_period * $clk_io_pct] -clock clk0 [all_outputs]
==> flow_results.xml <==
<?xml version="1.0" encoding="UTF-8"?>
<metrics>
  <group name="run_status">
    <metric name="result_of_the_run" unit="">completed</metric>
  </group>
  <group name="global_routing">
    <metric name="wire_length_of_the_first_global_routing_pass" unit="um">2500</metric>
    <metric name="grt.met2_usage" unit="%">4.50</metric>
    <metric name="globalRouteMet3Util" unit="%">1.69</metric>
    <metric name="overflow" unit="">0</metric>
    <metric name="grt_start_max_net_pins" unit="">18</metric>
    <metric name="global_route.usage.met1" unit="%">3.28</metric>
    <metric name="grt_pass1_vias" unit="">475</metric>
    <metric name="initial_antenna_violation_count" unit="">0</metric>
    <metric name="most_crowded_layer_gr" unit="">met2</metric>
    <metric name="gr-usage-all-layers" unit="%">2.85</metric>
  </group>
  <group name="place">
    <metric name="place.detailed.hpwl" unit="um">1080</metric>
    <metric name="routabilityCongestion" unit="">0.711</metric>
    <metric name="io_buffers" unit="">16</metric>
    <metric name="place.detailed.instances" unit="">165</metric>
  </group>
  <group name="drt">
    <metric name="iteration_0_drc_count_of_the_detailed_router" unit="">19</metric>
    <metric name="vias" unit="">432</metric>
    <metric name="wl_per_cell" unit="um">8.09</metric>
    <metric name="drc" unit="">0</metric>
    <metric name="postRouteWirelength" unit="um">1390</metric>
    <metric name="drtPass1Iterations" unit="">2</metric>
    <metric name="count_of_inserted_antenna_diode_cells" unit="">0</metric>
    <metric name="drt.antenna.violating_nets" unit="">0</metric>
    <metric name="drt-vias-per-instance" unit="">2.51</metric>
  </group>
  <group name="floorplanning">
    <metric name="rows" unit="">30</metric>
    <metric name="fp.coreArea" unit="um2">6830</metric>
    <metric name="die-height" unit="um">104</metric>
    <metric name="core_util_floorplan" unit="%">9.78</metric>
    <metric name="die_area" unit="um2">10800</metric>
    <metric name="ios" unit="">17</metric>
    <metric name="fp.dieW" unit="um">104</metric>
  </group>
  <group name="clock_tree">
    <metric name="cts_sinks" unit="">17</metric>
    <metric name="ctsHoldBuffers" unit="">0</metric>
    <metric name="clock_tree.root_cell" unit="">sky130_fd_sc_hd__clkbuf_8</metric>
    <metric name="h-tree-depth" unit="">1</metric>
    <metric name="clk-insertion-delay-late" unit="ns">0.25</metric>
    <metric name="clockBufferDepth" unit="">2</metric>
    <metric name="numCtsBuffers" unit="">3</metric>
    <metric name="cts.clk_slew.worst_paths" unit="ns">0.06</metric>
    <metric name="cts_tree" unit="">done</metric>
  </group>
  <group name="critical_path">
    <metric name="ff2ff_path_depth" unit="">4</metric>
    <metric name="timing.critical_path.fanout_max" unit="">2</metric>
    <metric name="regToRegSetupSlack" unit="ns">0.27</metric>
    <metric name="critical_path.reg2reg.startpoint" unit="">nbit_counter_time.count_time[0]</metric>
    <metric name="slowest_stage" unit="">sky130_fd_sc_hd__clkdlybuf4s50_1</metric>
    <metric name="path_delay_family" unit="">buffers and inverters</metric>
    <metric name="cp_data_required_time" unit="ns">1.12</metric>
    <metric name="critical_path.reg2reg.endpoint" unit="">nbit_mycounter.num[1]</metric>
    <metric name="crit_path_kind" unit="">reg2out</metric>
    <metric name="number_of_buffer_and_inverter_stages_on_the_critical_path" unit="">1</metric>
    <metric name="worstSetupStartpointType" unit="">flip-flop</metric>
    <metric name="cp_slowest_stage_delay" unit="ns">0.47</metric>
    <metric name="cp-end-kind" unit="">primary output</metric>
    <metric name="path_cells" unit="">clkdlybuf4s50_1</metric>
    <metric name="worst_path_depth" unit="">1</metric>
    <metric name="timing.critical_path.from" unit="">state_out[0]</metric>
    <metric name="critical_path_arrival" unit="ns">1.06</metric>
    <metric name="timing.critical_path.to" unit="">sequence</metric>
  </group>
  <group name="sta">
    <metric name="timing.final.hold_violations" unit="">0</metric>
    <metric name="tns" unit="ns">0</metric>
    <metric name="grt_setup_unrepaired" unit="">no</metric>
    <metric name="maxSlewHeadroom" unit="%">78.9</metric>
    <metric name="max_slew.worst_pin.slew" unit="ns">0.315</metric>
    <metric name="period_used_share" unit="%">95.6</metric>
    <metric name="setup-violations-final" unit="">0</metric>
    <metric name="timing.final.max_slew_violations" unit="">0</metric>
    <metric name="max_freq" unit="MHz">747</metric>
    <metric name="worst_clock_skew" unit="ns">0.00415</metric>
    <metric name="finalWorstPathRequiredPeriod" unit="ns">1.34</metric>
  </group>
  <group name="job">
    <metric name="tool_warnings" unit="">25</metric>
    <metric name="timing.max_cap.violations" unit="">0</metric>
  </group>
  <group name="yosys">
    <metric name="synth.top_cell.area_share" unit="%">63.7</metric>
    <metric name="postSynthCellCount" unit="">52</metric>
    <metric name="yosys.cell_types.count" unit="">18</metric>
    <metric name="post_synth.cell_area_avg" unit="um2">12.8</metric>
    <metric name="yosys.area.top_type" unit="">sky130_fd_sc_hd__dfrtp_1</metric>
    <metric name="ys_warn_count" unit="">3</metric>
    <metric name="synth.yosys.num_cells" unit="">52</metric>
    <metric name="ys_ff" unit="">17</metric>
    <metric name="syn-cell-area" unit="um2">668</metric>
    <metric name="netlist_top_cells_area" unit="">sky130_fd_sc_hd__dfrtp_1, sky130_fd_sc_hd__mux2_2, sky130_fd_sc_hd__nor2_1</metric>
    <metric name="ys_area" unit="um2">668</metric>
    <metric name="ys_seq_share" unit="%">63.7</metric>
  </group>
  <group name="power">
    <metric name="p_total" unit="mW">1.02</metric>
    <metric name="power.density" unit="nW/um2">1000</metric>
    <metric name="lkg_pwr" unit="nW">0.474</metric>
    <metric name="max_rail_drop_vdd" unit="mV">0.220</metric>
  </group>
  <group name="cells_and_area">
    <metric name="final_cell_count_no_fill" unit="">172</metric>
    <metric name="n_fill_cell" unit="">772</metric>
    <metric name="final-seq-area" unit="um2">425</metric>
    <metric name="core_util_final" unit="%">15.0</metric>
    <metric name="drive_gt1_share" unit="%">17.1</metric>
    <metric name="syn2layout_area_growth" unit="%">53.0</metric>
    <metric name="final-comb-area" unit="um2">220</metric>
  </group>
  <group name="worst_hold_path">
    <metric name="hold_path_class" unit="">in2async</metric>
  </group>
</metrics>
==> cell type report <==
cell class / count / share of cell area, %
flip-flops and latches: 17 / 41.6
multi-input cells: 32 / 21.5
repair buffers: 22 / 20.3
well taps: 96 / 11.8
clock buffers: 4 / 4.41
inverters: 1 / 0.367
==> Yosys cell counts, drive strengths merged <==
cell,number
mux2,3
o21ai,1
inv,1
mux2i,1
nor2,8
nand4,1
nand2b,1
xor2,3
buf,2
ha,2
xnor2,3
and2,4
dfrtp,17
nand2,2
nand3,2
nor2b,1
==> cell usage in the layout, fill, tap and decap left out <==
| master | n |
|---|---|
| sky130_fd_sc_hd__and2_1 | 4 |
| sky130_fd_sc_hd__xnor2_1 | 3 |
| sky130_fd_sc_hd__mux2_2 | 3 |
| sky130_fd_sc_hd__o21ai_0 | 1 |
| sky130_fd_sc_hd__ha_1 | 2 |
| sky130_fd_sc_hd__dlymetal6s2s_1 | 2 |
| sky130_fd_sc_hd__clkbuf_8 | 3 |
| sky130_fd_sc_hd__nor2_1 | 7 |
| sky130_fd_sc_hd__mux2i_1 | 1 |
| sky130_fd_sc_hd__nor2b_1 | 1 |
| sky130_fd_sc_hd__nor2_2 | 1 |
| sky130_fd_sc_hd__dlygate4sd2_1 | 2 |
| sky130_fd_sc_hd__inv_1 | 1 |
| sky130_fd_sc_hd__nand2_1 | 2 |
| sky130_fd_sc_hd__nand3_1 | 2 |
| sky130_fd_sc_hd__dfrtp_1 | 17 |
| sky130_fd_sc_hd__buf_4 | 6 |
| sky130_fd_sc_hd__nand4_1 | 1 |
| sky130_fd_sc_hd__nand2b_1 | 1 |
| sky130_fd_sc_hd__xor2_1 | 3 |
| sky130_fd_sc_hd__clkdlybuf4s50_1 | 12 |
| sky130_fd_sc_hd__clkbuf_1 | 1 |
==> kinds of logic (layout without fill, tap and decap cells) <==
group,after synthesis,after routing,synth area share [%]
simple gates,19,19,14.0
flops,17,17,63.7
xor+xnor,6,6,7.87
mux,4,4,6.55
buf+inv,3,27,3.37
fa+ha+maj,2,2,3.74
compound gates,1,1,0.748
==> power by group <==
part	switching [mW]	internal, mW
Combinational	0.0552	0.0802
Sequential	0.0147	0.521
Clock	0.152	0.201
==> through the flow <==
| stage | cell area, um2 | hold WS (ns) | setup slack (ns) |
|---|---|---|---|
| 2_1_floorplan | 668 | 0.206 | 0.392 |
| 6_report | 1020 | 0.348 | 0.0612 |
| 3_5_place_dp | 952 | 0.455 | -0.0408 |
| 4_1_cts | 1020 | 0.351 | 0.00900 |
| 3_3_place_gp | 952 | 0.461 | -0.0514 |
| 5_1_grt | 1020 | 0.362 | 0.00497 |
==> registers in the layout (all words and copies together) (netlist names) <==
name                          count
nbit_mycounter.num                4
state_out                         4
nbit_mycounter.valid              1
nbit_mycounter.count              4
nbit_counter_time.count_time      4
==> worst min-delay path by stage <==
stage                  from  slack, ns                      end
final                 reset       0.35  nbit_mycounter.count[1]
after CTS             reset       0.35  nbit_mycounter.count[1]
after global routing  reset       0.36  nbit_mycounter.count[0]
==> routing by layer <==
layer / routed length [um] / vias up / share of wire [%]
met5: 0 / - / 0
met4: 16 / 0 / 1.1
met3: 127 / 2 / 9.1
met2: 661 / 12 / 47
met1: 588 / 204 / 42
li1: - / 214 / -
==> what timing repair did <==
action                                  4_1_cts  5_1_grt
endpoints found under the setup margin        3        2
resized                                       2        2
pin swaps                                     0        0
setup buffers                                 3        0
==> worst register-to-register path: stages (launching register included) <==
cell,delay [ns]
sky130_fd_sc_hd__dfrtp_1,0.37
sky130_fd_sc_hd__ha_1,0.20
sky130_fd_sc_hd__nand3_1,0.12
sky130_fd_sc_hd__nor2_2,0.21
sky130_fd_sc_hd__and2_1,0.17
Power and IR drop assume default switching activity.
